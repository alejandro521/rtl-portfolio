### config.mk
export PLATFORM = sky130hd
export DESIGN_NAME = slow_to_fast
export DESIGN_NICKNAME = slow_to_fast
export VERILOG_FILES = /design/flow/design.v
export SDC_FILE = /design/flow/constraint.sdc
export NUM_CORES = 4
export LEC_CHECK = 1
export CORE_AREA = 10 10 70 70
export DIE_AREA = 0 0 80 80
### constraint.sdc
current_design slow_to_fast

set clk_period 1.2
set clk_io_pct 0.2

create_clock -name clk0 -period $clk_period [get_ports {clk_a}]
create_clock -name clk1 -period $clk_period [get_ports {clk_b}]

set non_clock_inputs [all_inputs -no_clocks]
set_input_delay [expr $clk_period * $clk_io_pct] -clock clk0 $non_clock_inputs
set_output_delay [expr $clk_period * $clk_io_pct] -clock clk0 [all_outputs]
### design.v
`timescale 1ns/1ps
module dff_edge_detector (
    input rst_n,
    input clk,
    input signal,
    output wire pulse
);
    logic ff, stable_signal, prev_signal;
    always_ff @(posedge clk) begin
        if (!rst_n) begin
            ff <= 0;
            stable_signal <= 0;
            prev_signal <= 0;
        end else begin
            ff <= signal;
            stable_signal <= ff;
            prev_signal <= stable_signal;
        end
    end
    assign pulse = stable_signal & ~prev_signal;
endmodule
`timescale 1ns/1ps
module edge_detector (
    input rst_n,
    input clk,
    input signal,
    output wire pulse
);
    logic prev_signal;
    always_ff @(posedge clk) begin
        if (!rst_n) begin
            prev_signal <= 0;
        end else begin
            prev_signal <= signal;
        end
    end
    assign pulse = signal & ~prev_signal;
endmodule
`timescale 1ns/1ps
module slow_to_fast (
    input logic rst_n_a,
    input logic rst_n_b,
    input logic clk_a,
    input logic clk_b,
    input logic signal,
    output wire pulse_a,
    output wire pulse_b
);
    edge_detector ed (
        .rst_n(rst_n_a),
        .clk(clk_a),
        .signal(signal),
        .pulse(pulse_a)
    );
    dff_edge_detector dff_ed (
        .rst_n(rst_n_b),
        .clk(clk_b),
        .signal(pulse_a),
        .pulse(pulse_b)
    );
endmodule
### run.sh
#!/bin/bash
# OpenROAD 26Q1-2900-gdf79404cd8, Yosys 0.63+post, stock flow scripts
make -C /OpenROAD-flow-scripts/flow DESIGN_CONFIG=/design/flow/config.mk WORK_HOME=/design/flow/orfs finish
==> impl_metrics.tcl <==
# yosys + openroad results
set metrics [dict create \
    outcome "complete, no violations" \
    clk_pin_slew_ns 0.04 \
    reg2reg_setup_slack_ns 0.67 \
    clock_tree.root_cell "sky130_fd_sc_hd__clkbuf_4" \
    initial_drt_markers 2 \
    clock_tree.buffer_depth 2 \
    end_kind "output pin" \
    rsz0062_at_grt "no" \
    place.detailed.instances 61 \
    route.detailed.wl_per_inst_um 5.38 \
    antenna_found_initial 0 \
    finalClockSkew_ns 0.000848 \
    drc_errors 0 \
    lay_top_count "sky130_fd_sc_hd__dfxtp_1" \
    hold_viol_final 0 \
    power.ir.vdd_worst_v 0.000648 \
    port_buffers 5 \
    leakage_nw 0.0939 \
    crit_path_start_kind "register" \
    crit_path_cell_trace "nor2b_1, dlygate4sd2_1" \
    largest_net_degree_at_the_start_of_global_routing 4 \
    slew_viol_final 0 \
    synth_area_leader_cell "sky130_fd_sc_hd__dfxtp_1" \
    layout_top_cells_excl_fill_tap "sky130_fd_sc_hd__dfxtp_1, sky130_fd_sc_hd__and2_1, sky130_fd_sc_hd__clkbuf_4" \
    power_density_nw_per_um2 1370 \
    timing.critical_path.slowest_stage_cell "sky130_fd_sc_hd__dfxtp_1" \
    drt_first_pass_iters 2 \
    netlist-cell-type-count 4 \
    coreArea_um2 3420 \
    yosys_register_bits 4 \
    fp_util_pct 3.52 \
    vias_in_the_first_global_route 104 \
    chipWidth_um 80 \
    htreeDepth 1 \
    die_h_um 80 \
    critPathRequiredTime_ns 0.96 \
    num_rows 21 \
    warning_count 27 \
    post_synthesis_cell_count 10 \
    layout.cells.non_filler 65 \
    final.setup.tns_ns 0 \
    detail-route-antenna-nets 0 \
    top_cells_by_area "sky130_fd_sc_hd__dfxtp_1, sky130_fd_sc_hd__and2_1, sky130_fd_sc_hd__nor2b_1" \
    tritoncts_clock_tree "built" \
    chipArea_um2 6400 \
    worstPathMaxFanout 2 \
    vias 93 \
    grt_pass1_wl_um 489 \
    whs_ns 0.271 \
    total_power_after_layout_w 0.000338 \
    viasPerCell 1.43 \
    holdCritPathClass "register to register" \
    total_routing_resource_utilization_after_global_routing_pct 1.14 \
    layout_overhead_on_the_synthesized_area_pct 105 \
    yosysTopAreaCellShare_pct 66.7 \
    cts.hold.buffers_added 0 \
    slew_hr_pct 93.6 \
    critPathArrivalTime_ns 0.88 \
    synth-cells-yosys 10 \
    grt_remaining_overflow 0 \
    synth_area_um2 120 \
    pin_count 7 \
    finalSetupViolations 0 \
    ys_warn_count 2 \
    critical_path_s_largest_stage_delay_ns 0.30 \
    synth_area_per_cell_um2 12.0 \
    route.final.wire_length_um 350 \
    design_area_um2 246 \
    synth-area-yosys_um2 120 \
    cts_buffers 3 \
    dpl-instance-area_um2 228 \
    worst-slew-pin-transition_ns 0.0961 \
    timing_worst_setup_path_type "register to output pin" \
    postSynthSeqShare_pct 66.7 \
    max_cap_viol_count 0 \
    antenna-diode-count 0 \
    routability_cong 0.659 \
    layout.filler_cells 419 \
    cts_setup_buffers 0 \
    drive_gt1_share_pct 21.1 \
]
-- synthesized netlist by cell type --
cell type / n
sky130_fd_sc_hd__dfxtp_1: 4
sky130_fd_sc_hd__and3b_1: 1
sky130_fd_sc_hd__nor2b_1: 2
sky130_fd_sc_hd__and2_1: 3
-- state kept, by name, indices dropped and copies added, names as in the netlist --
name,flops
dff_ed.prev_signal,1
ed.prev_signal,1
dff_ed.stable_signal,1
dff_ed.ff,1
-- metal layers --
| metal | vias to the layer above | track usage, % | share of wire [%] | wire (µm) |
|---|---|---|---|---|
| met2 | 9 | 0.963 | 25 | 89 |
| met3 | 0 | 1.82 | 21 | 74 |
| met1 | 36 | 1.26 | 53 | 185 |
| met5 | - | 0 | 0 | 0 |
| met4 | 0 | 0.352 | 0 | 0 |
| li1 | 48 | - | - | - |
-- power by group --
group          leakage (nW)  switching (W)  internal [W]
sequential           0.0329     0.00000156      0.000140
combinational        0.0460     0.00000538     0.0000143
clock                0.0150      0.0000521      0.000125
-- critical path: cells and delay by family, from the launching register on --
| family | cells | cell delay, ns |
|---|---|---|
| and+or+nand+nor | 1 | 0.12 |
| DFF | 1 | 0.30 |
| buffers and inverters | 1 | 0.24 |
-- worst paths after layout --
path / cells past startpoint / startpoint / end
setup / recovery: 2 / dff_ed.stable_signal$_SDFF_PN0_ / pulse_b
hold / removal: 1 / ed.prev_signal$_SDFF_PN0_ / dff_ed.ff$_SDFF_PN0_
setup reg to reg: 1 / dff_ed.stable_signal$_SDFF_PN0_ / dff_ed.prev_signal$_SDFF_PN0_
hold reg to reg: 1 / ed.prev_signal$_SDFF_PN0_ / dff_ed.ff$_SDFF_PN0_
max in group clk1: 2 / rst_n_b / dff_ed.ff$_SDFF_PN0_
min in group clk0: 2 / signal / ed.prev_signal$_SDFF_PN0_
-- logic make-up (layout without fill, tap and decap cells) --
family / count (synthesis) / after routing / synth area share [%]
buffers and inverters: 0 / 9 / 0
and+or+nand+nor: 6 / 6 / 33.3
DFF: 4 / 4 / 66.7
-- cell type report --
cell class	instances	area, µm²	area share, %
multi-input cells	6	40.0	16.2
well taps	46	57.6	23.4
flip-flops and latches	4	80.1	32.5
clock buffers	4	26.3	10.7
repair buffers	5	42.5	17.3
-- through the flow --
step	setup WS (ns)	utilization, %
5_1_grt	0.0244	7.22
3_3_place_gp	-0.409	6.67
2_1_floorplan	0.585	-
4_1_cts	0.0525	7.22
3_5_place_dp	-0.421	6.67
6_report	0.0758	7.22
-- repair_timing --
action	4_1_cts	5_1_grt
setup endpoints to repair	2	0
endpoints found under the hold margin	0	0
resized	6	0
Power and IR drop assume default switching activity.
