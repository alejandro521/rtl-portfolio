--- run.sh ---
#!/bin/bash
# OpenROAD 26Q1-2900-gdf79404cd8, Yosys 0.63+post, stock flow scripts
make -C /OpenROAD-flow-scripts/flow DESIGN_CONFIG=/design/flow/config.mk WORK_HOME=/design/flow/orfs finish
--- design.v ---
`timescale 1ns/1ps
module count_pulser (
    input rst_n,    
    input clk,
    input valid,
    input [31:0] count,
    output logic ready,
    output logic ack,
    output wire pulse
);
    typedef enum logic [1:0] {
        READY = 2'b0,
        HIGH = 2'b1,
        LOW = 2'b10
    } state;
    state STATE;
    logic [31:0] pulse_count;
    always_ff @(posedge clk) begin
        if (!rst_n) begin
            pulse_count <= 0;
            ready <= 1;
            ack <= 0;
            STATE <= READY;
        end else if (STATE == READY) begin
            if (valid) begin
                pulse_count <= count;
                ready <= 0;
                ack <= 1;
                STATE <= HIGH;
            end
        end else if (STATE == HIGH) begin
            if (pulse_count <= 1) begin
                ready <= 1;
                STATE <= READY;
            end else begin
                STATE <= LOW;
            end
            pulse_count <= pulse_count - 1;
            ack <= 0;
        end else if (STATE == LOW) begin
            STATE <= HIGH;
        end
    end
    assign pulse = (STATE == HIGH && pulse_count > 0) ? 1 : 0;
endmodule
`timescale 1ns/1ps
module dff_edge_detector (
    input rst_n,
    input clk,
    input signal,
    output wire pulse
);
    logic ff, stable_signal, prev_signal;
    always_ff @(posedge clk) begin
        if (!rst_n) begin
            ff <= 0;
            stable_signal <= 0;
            prev_signal <= 0;
        end else begin
            ff <= signal;
            stable_signal <= ff;
            prev_signal <= stable_signal;
        end
    end
    assign pulse = stable_signal & ~prev_signal;
endmodule
`timescale 1ns/1ps
module edge_detector (
    input rst_n,
    input clk,
    input signal,
    output wire pulse
);
    logic prev_signal;
    always_ff @(posedge clk) begin
        if (!rst_n) begin
            prev_signal <= 0;
        end else begin
            prev_signal <= signal;
        end
    end
    assign pulse = signal & ~prev_signal;
endmodule
`timescale 1ns/1ps
module fast_to_slow (
    input logic rst_n_a,
    input logic rst_n_b,
    input logic clk_a,
    input logic clk_b,
    input logic signal,
    output wire pulse_a,
    output wire pulse_b
    );
    edge_detector ed (
        .rst_n(rst_n_a),
        .clk(clk_a),
        .signal(signal),
        .pulse(pulse_a)
    );
    logic [31:0] pulse_counter;  
    logic valid;
    logic [31:0] pulse_count_data;  
    wire ready_b, ack_b;
    count_pulser circuit_b (
        .rst_n(rst_n_b),
        .clk(clk_b),
        .valid(valid),
        .count(pulse_count_data),
        .ready(ready_b),
        .ack(ack_b),
        .pulse(pulse_b)
    );
    wire ready, ack;
    dff_edge_detector ready_ed (
        .rst_n(rst_n_a),
        .clk(clk_a),
        .signal(ready_b),
        .pulse(ready)
    );
    dff_edge_detector ack_ed (
        .rst_n(rst_n_a),
        .clk(clk_a),
        .signal(ack_b),
        .pulse(ack)
    );
    always_ff @(posedge clk_a) begin
        if (!rst_n_a) begin
            pulse_counter <= 0;
            valid <= 0;
            pulse_count_data <= 0;
        end else if (ready) begin
            pulse_count_data <= pulse_counter + (pulse_a ? 32'd1 : 32'd0);
            valid <= 1;
            pulse_counter <= 0;
        end else begin
            if (ack) valid <= 0;  
            pulse_counter <= pulse_counter + (pulse_a ? 32'd1 : 32'd0);
        end
    end
endmodule
--- config.mk ---
export PLATFORM = sky130hd
export DESIGN_NAME = fast_to_slow
export DESIGN_NICKNAME = fast_to_slow
export VERILOG_FILES = /design/flow/design.v
export SDC_FILE = /design/flow/constraint.sdc
export NUM_CORES = 4
export LEC_CHECK = 1
export CORE_UTILIZATION = 40
--- constraint.sdc ---
current_design fast_to_slow

set clk_period 6.5
set clk_io_pct 0.2

create_clock -name clk0 -period $clk_period [get_ports {clk_a}]
create_clock -name clk1 -period $clk_period [get_ports {clk_b}]

set non_clock_inputs [all_inputs -no_clocks]
set_input_delay [expr $clk_period * $clk_io_pct] -clock clk0 $non_clock_inputs
set_output_delay [expr $clk_period * $clk_io_pct] -clock clk0 [all_outputs]
==> impl_metrics.toml <==
# generated from flow reports
[die]
fp_util = 0.411
core_area_mm2 = 0.0120
ios = 7
dieArea_mm2 = 0.0128
die_h_um = 113
row_count = 40
die_w_um = 113

[drt]
drtAntennaViolNets = 0
avgViaCountPerCell = 5.54
drc = 0
drt-initial-drc-count = 431
drtPass1Iterations = 4
avgRoutedWirePerCell_um = 16.0
drt_wl_total_mm = 11.8
antenna_cells = 0
via_count = 4082

[power_and_ir_drop]
power.leakage_nw = 2.05
ir_worst_vdd_mv = 0.136
powerDensity_mw_per_mm2 = 297

[place]
globalplace.congestion = 0.887
portBuffers = 5
placed_area_mm2 = 0.00513
dp_hpwl_mm = 7.67

[final_timing]
drv_slew = 0
skew_ps = 7.85
tightest_slew_ps = 911
setup_viol = 0
hold_violations = 0
slew_headroom = 0.387
rsz0062_at_grt = "false"
fin_setup_tns_ps = 0

[logic_synthesis]
synthCells = 586
ys.flop_type = "dfxtp_1"
ys_seq_share = 0.442
synthMostInstantiatedCell = "dfxtp_1"
yosys_area_mm2 = 0.00494
area_leaders = "dfxtp_1 (44%), xor2_1 (6.4%), nand2_1 (5.8%)"
synth_area_mm2 = 0.00494
synthTopCellsByCount = "dfxtp_1 (109), nand2_1 (76), nor2_1 (67), o21ai_0 (46), xor2_1 (36)"
synth.distinct_cells = 54
avgSynthCellArea_um2 = 8.43
synth-edff-count = 0
synth_warnings = 4
ys_ff = 109
async_reset_ff_frac = 0
synth_stat.cells = 586
synth_top_area_share = 0.442
synth_area_leader_cell = "dfxtp_1"

[hold_path]
holdPathEnd = "ack_ed.ff"
hp-start = "circuit_b.ack"
hold_path_class = "reg -> reg"
min_delay_path_depth = 1

[worst_setup_path]
rrSetupSlack_ps = 4040
r2r_end = "pulse_count_data[26]"
path_max_fanout = 18
crit_chain = "or4_1 > nor4_4 > buf_4 > and4_1 > a21boi_0 > clkdlybuf4s50_1"
crit_path_max_incr_delay_ps = 650
cp.arrival_ps = 2550
cp.required_ps = 5200
worstRegToRegCells = 8
path_buffers = 2
critPathKind = "reg -> out"
endpoint_kind = "primary output"
r2r_start = "ed.prev_signal"
startpoint_type = "register"
cp-startpoint = "circuit_b.pulse_count[8]"
crit_family = "simple AND/OR/NAND/NOR gates"
crit_slowest_cell = "or4_1"

[clock_network]
cts_tree = "yes"
clock-sinks = 109
post-cts-setup-buffers = 0
cts_resized = 0
ctsHoldBuffers = 0
cts.clk_slew.worst_paths_ps = 60

[finish]
seq_area_mm2 = 0.00218
nFillCells = 1105
design_area_mm2 = 0.00557
area_growth_pct = 12.7
drive_above_1_share = 0.0831
logic_area_mm2 = 0.00259

[global_routing]
grt_pass1_wl_mm = 19.4
grt_max_degree = 33
grt_pass1_vias = 3775
grtUsageTotal = 0.196
grt_overflow = 0
grt_antenna_before_repair = 0

[job]
tool_warnings = 28
cap_violations = 0

[status]
status = "finished clean"
[cell families (layout without fill, tap and decap cells)]
kind of cell	Yosys count	after routing	synth area share
flip-flops	109	109	0.442
AND/OR/NAND/NOR	259	259	0.264
buffers and inverters	45	49	0.0352
XOR/XNOR	41	41	0.0727
AND-OR/OR-AND	106	106	0.129
adder cells (fa/ha/maj)	5	5	0.0127
multiplexers	21	21	0.0448
[placed cells by master, fill, tap and decap left out, types with 3 or more instances in the layout]
cell type	netlist	layout
clkdlybuf4s50_1	0	5
a211oi_1	8	8
xor2_1	36	36
nor4_1	8	8
or4_1	6	6
a21oi_1	23	23
xnor2_1	5	5
or3_1	3	3
mux2i_1	12	12
buf_4	0	13
inv_1	7	7
nor2b_1	3	3
a22o_1	3	3
ha_1	5	5
nor2_1	67	67
nand3_1	18	18
and3_1	7	7
and2_1	11	11
a31oi_1	4	4
a221oi_1	4	4
a311oi_1	3	3
nand4_1	24	24
nand2_1	76	76
o21ai_0	46	46
dfxtp_1	109	109
and4_1	5	5
nor3_1	13	13
clkbuf_16	0	14
nor3b_1	4	4
mux2_2	9	9
[flip-flops by register name, summed over array words and instances (netlist names)]
name and count:
ack_ed.ff 1, ready_ed.ff 1, valid 1, circuit_b.STATE 3, circuit_b.ack 1, ack_ed.prev_signal 1
ready_ed.prev_signal 1, ack_ed.stable_signal 1, ed.prev_signal 1, circuit_b.pulse_count 32, pulse_count_data 32, pulse_counter 32
ready_ed.stable_signal 1, circuit_b.ready 1
[worst max-delay path by stage]
stage,end,cells after the start
6_report,pulse_b,6
4_1_cts,pulse_b,6
5_1_grt,pulse_b,6
[metal layers]
| layer | wire length, um | vias up | GRT usage | part of all wire |
|---|---|---|---|---|
| li1 | - | 2058 | - | - |
| met1 | 6160 | 1920 | 0.319 | 0.52 |
| met2 | 4920 | 88 | 0.281 | 0.42 |
| met3 | 520 | 16 | 0.0377 | 0.044 |
| met4 | 189 | 0 | 0.0342 | 0.016 |
| met5 | 0 | - | 0 | 0 |
[area by class of cell]
| type | instances | share of cell area |
|---|---|---|
| flip-flops and latches | 109 | 0.392 |
| inverters | 8 | 0.00539 |
| clock buffers | 18 | 0.0692 |
| multi-input cells | 432 | 0.464 |
| well taps | 147 | 0.0330 |
| repair buffers | 18 | 0.0265 |
| clock inverters | 5 | 0.0101 |
[power by group]
part	total [mW]	leakage (nW)	internal, mW	switching [mW]
Sequential	0.705	0.882	0.686	0.0196
Clock	0.725	0.215	0.457	0.268
Combinational	0.223	0.957	0.0867	0.136
Total	1.65	2.05	1.23	0.424
[stage by stage]
| step | total power, mW | utilization | cells | hold slack (ps) | setup WS (ps) |
|---|---|---|---|---|---|
| after global placement | 0.937 | 0.427 | 714 | 426 | 2590 |
| after global routing | 1.72 | 0.464 | 737 | 442 | 2490 |
| after CTS | 1.66 | 0.464 | 737 | 420 | 2640 |
| final | 1.65 | 0.464 | 737 | 424 | 2650 |
| after floorplan | 0.883 | - | 586 | 412 | 3510 |
| after detailed placement | 0.939 | 0.427 | 714 | 429 | 2570 |
Power figures rest on the tool's default switching activity, not on a simulated workload.
